<file path="flow/design.v">
`timescale 1ns / 1ps
module reg_file #(
    parameter NUM_REGS = 32,
    parameter XLEN = 32,
    parameter NRLEN = $clog2(NUM_REGS) )
(
    input                clk_i,
    input                rst_i,
    input  [NRLEN-1 : 0] rs1_addr_i,
    input  [NRLEN-1 : 0] rs2_addr_i,
    input                regfile_we_i,
    input  [NRLEN-1 : 0] rd_addr_i,
    input  [XLEN-1 : 0]  rd_data_i,
    output [XLEN-1 : 0]  rs1_data_o,
    output [XLEN-1 : 0]  rs2_data_o
);
wire we = regfile_we_i & ( | rd_addr_i);  
reg [XLEN-1 : 0] rf [0 : NUM_REGS-1];
assign rs1_data_o = (we & (rs1_addr_i == rd_addr_i)) ? rd_data_i : rf[rs1_addr_i];
assign rs2_data_o = (we & (rs2_addr_i == rd_addr_i)) ? rd_data_i : rf[rs2_addr_i];
integer i;
always @(posedge clk_i)
begin
    if (rst_i)
    begin
        rf[0 ] <= 32'b0;
        rf[1 ] <= 32'b0;  
        rf[2 ] <= 32'b0;  
        rf[3 ] <= 32'b0;  
        rf[4 ] <= 32'b0;  
        rf[5 ] <= 32'b0;  
        rf[6 ] <= 32'b0;  
        rf[7 ] <= 32'b0;  
        rf[8 ] <= 32'b0;  
        rf[9 ] <= 32'b0;  
        rf[10] <= 32'b0;  
        rf[11] <= 32'b0;  
        rf[12] <= 32'b0;  
        rf[13] <= 32'b0;  
        rf[14] <= 32'b0;  
        rf[15] <= 32'b0;  
        rf[16] <= 32'b0;  
        rf[17] <= 32'b0;  
        rf[18] <= 32'b0;  
        rf[19] <= 32'b0;  
        rf[20] <= 32'b0;  
        rf[21] <= 32'b0;  
        rf[22] <= 32'b0;  
        rf[23] <= 32'b0;  
        rf[24] <= 32'b0;  
        rf[25] <= 32'b0;  
        rf[26] <= 32'b0;  
        rf[27] <= 32'b0;  
        rf[28] <= 32'b0;  
        rf[29] <= 32'b0;  
        rf[30] <= 32'b0;  
        rf[31] <= 32'b0;  
    end
    else
    begin
        if (we)
        begin
            rf[rd_addr_i] <= rd_data_i;
        end
    end
end
endmodule
</file>
<file path="flow/run.sh">
#!/bin/bash
# OpenROAD 26Q1-2900-gdf79404cd8, Yosys 0.63+post, stock flow scripts
make -C /OpenROAD-flow-scripts/flow DESIGN_CONFIG=/design/flow/config.mk WORK_HOME=/design/flow/orfs finish
</file>
<file path="flow/config.mk">
export PLATFORM = sky130hd
export DESIGN_NAME = reg_file
export DESIGN_NICKNAME = reg_file
export VERILOG_FILES = /design/flow/design.v
export SDC_FILE = /design/flow/constraint.sdc
export NUM_CORES = 4
export LEC_CHECK = 1
export CORE_UTILIZATION = 40
</file>
<file path="flow/constraint.sdc">
current_design reg_file

set clk_period 12.6
set clk_io_pct 0.2

create_clock -name clk0 -period $clk_period [get_ports {clk_i}]

set non_clock_inputs [all_inputs -no_clocks]
set_input_delay [expr $clk_period * $clk_io_pct] -clock clk0 $non_clock_inputs
set_output_delay [expr $clk_period * $clk_io_pct] -clock clk0 [all_outputs]
</file>
==> flow_metrics.py <==
# Auto-generated metrics
metrics = {
    "sta": {
        "rsz0062_at_grt": "false",
        "holdWs_ns": 2.700,
        "setup_viol": 0,
        "max-slew-margin-rel_pct": 33.63,
        "fin_tns_setup_ns": 0,
        "layout_min_cycle_time_ns": 9.085,
        "clock.fmax_mhz": 110.1,
        "tightestPinTransition_ns": 0.9955,
        "hold_viol": 0,
        "finalClockPeriodUsage_pct": 72.10,
        "maxSlewViolCount": 0,
        "setup_slack_ns": 3.515,
    },
    "logic_synthesis": {
        "async_reset_ff_share_pct": 0,
        "edf_count": 1024,
        "ff_type": "edfxtp_1",
        "yosysTopAreaCellShare_pct": 56.46,
        "ys_cells": 3494,
        "synth_dominant_cell_count": "edfxtp_1",
        "synth_top_cell_by_area": "edfxtp_1",
        "common_cells": "edfxtp_1 (1024), and2_1 (992), mux4_2 (425)",
        "syn_area_mm2": 0.05446,
        "top_cells_by_area": "edfxtp_1 (56%), mux4_2 (18%), and2_1 (11%)",
        "avgSynthCellArea_um2": 15.59,
        "synth-seq-cells": 1024,
        "synth_warnings": 1,
        "ys_types": 43,
        "ys_area_mm2": 0.05446,
        "synth-seq-area-share_pct": 56.46,
        "synth_cells": 3494,
    },
    "cts": {
        "cts.htree.levels": 3,
        "clock_sinks": 1024,
        "clkTransAtPathRegs_ns": 0.06,
        "clk_root_buffer_cell": "clkbuf_16",
        "cts_buffers": 113,
        "cts_max_path_buffers": 3,
        "cts_tree": "yes",
        "cts_resized": 0,
        "hold_buffers": 0,
        "post_cts_buffers": 0,
    },
    "run_status": {
        "outcome": "finished clean",
    },
    "cells_and_area": {
        "area.growth.synth_to_final_pct": 11.64,
        "largest_reg_flops": 1024,
        "final_cells": 5408,
        "stdcell_area_mm2": 0.06080,
        "final_core_utilization_pct": 44.94,
        "largest_register": "rf",
        "top_regs": "rf (1024)",
        "layout-drive-gt1-share_pct": 22.80,
    },
    "global_route": {
        "grt_max_degree": 72,
        "grt.total_usage_pct": 29.91,
        "grt.overflow.total": 0,
        "grt_first_pass_wirelength_mm": 261.0,
        "grt_pass1_vias": 35330,
        "antenna_found_initial": 7,
    },
    "placement": {
        "globalplace.congestion": 0.9098,
        "numPortBuffers": 113,
        "dp_hpwl_mm": 104.1,
        "placed_cells": 5193,
        "dp_slack_ns": 3.473,
        "place_area_mm2": 0.05719,
    },
    "min_path": {
        "hold_path.class": "input pin to flop",
        "min_path_cells": 2,
    },
    "power_and_ir_drop": {
        "intPower_mw": 6.233,
        "ir_worst_vdd_uv": 111.7,
        "power_mw": 8.215,
        "combPwrFrac_pct": 11.5,
        "power_density_mw_per_mm2": 135.1,
        "total_leakage_power_nw": 20.51,
        "switching_share_pct": 24.13,
        "p_clk_share_pct": 39.6,
        "pwr-share-seq_pct": 49.0,
        "switchingPower_mw": 1.982,
    },
    "worst_setup_path": {
        "worstSetupEndpointType": "output port",
        "crit_type": "input pin to output port",
        "crit_top_cell": "buf_4",
        "worstPathRequired_ns": 10.08,
        "startpoint": "rs2_addr_i[1]",
        "max_stage_delay_ns": 0.67,
        "worstSetupEndpoint": "rs2_data_o[9]",
        "critical_path.slowest_cell": "buf_4",
        "crit_chain": "buf_8 -> buf_4 -> buf_4 -> buf_4 -> mux4_2 -> o22ai_1 -> or4_1 -> o21ai_1 -> clkdlybuf4s50_1",
        "cp-start-kind": "input pin",
        "worstPathArrival_ns": 6.56,
        "path_max_fanout": 52,
    },
    "drt": {
        "antenna_left": 0,
        "drt_iter0_drc": 2269,
        "wirelength_mm": 186.3,
        "wl_per_cell_um": 34.45,
        "viasPerCell": 6.119,
        "routed-via-count": 33090,
        "drc": 0,
        "dr.pass1.iters": 6,
    },
    "die": {
        "fp-row-count": 135,
        "ioPinCount": 114,
        "fp-utilization_pct": 40.25,
        "core_mm2": 0.1353,
        "die_area_mm2": 0.1376,
        "die_x_um": 371.0,
        "die_h_um": 371.0,
    },
    "run": {
        "drv_cap": 0,
        "warnings": 27,
    },
}
## placed cells by master, fill, tap and decap left out, types with 32 or more instances in the layout
cell type        netlist  routed
and2_1               992     992
buf_4                  2     160
clkbuf_16              0     115
clkdlybuf4s50_1        0     108
conb_1                 1      32
edfxtp_1            1024    1024
mux4_1                83      83
mux4_2               425     425
nand2_1               69      65
o21ai_1               62      62
o22ai_1              248     248
or4_1                 63      63
## kinds of logic (layout without fill, tap and decap cells)
group / after synthesis / in the layout / synth area share, %
multiplexers: 519 / 519 / 21.78
AND/OR/NAND/NOR: 1236 / 1236 / 13.95
AND-OR/OR-AND: 317 / 317 / 3.533
buffers and inverters: 387 / 481 / 4.108
other: 1 / 40 / 0.006886
flip-flops: 1024 / 1024 / 56.46
XOR/XNOR: 10 / 10 / 0.1608
## layer usage
| metal | share of wire [%] | routed length (um) | GRT usage, % | vias up |
|---|---|---|---|---|
| met2 | 44 | 82500 | 40.56 | 2660 |
| met3 | 20 | 36740 | 25.94 | 435 |
| met1 | 32 | 59560 | 35.42 | 16270 |
| li1 | - | - | - | 13710 |
| met5 | 0.36 | 665 | 4.266 | - |
| met4 | 3.7 | 6855 | 8.935 | 17 |
## how the worst min path moves through the flow
stage	startpoint	endpoint	slack, ns
4_1_cts	rst_i	rf[0][15]	2.64
5_1_grt	rst_i	rf[0][17]	2.70
6_report	rst_i	rf[0][17]	2.70
## layout make-up
| type | instances | area, um^2 |
|---|---|---|
| sequential | 1024 | 30750 |
| antenna | 8 | 20.02 |
| clock inverter | 68 | 623.1 |
| tap | 1781 | 2228 |
| fill | 11350 | 74500 |
| multi-input combinational | 2114 | 21830 |
| clock buffer | 139 | 2968 |
| timing repair buffer | 274 | 2382 |
## power by group through the flow
stage	Clock [mW]	Sequential, mW	Combinational [mW]
final	3.25	4.02	0.945
after CTS	3.28	4.02	0.942
after global routing	3.40	4.04	0.993
## worst max-delay path, delay by kind of cell
| kind | cells | cell delay [ns] |
|---|---|---|
| compound gates | 2 | 0.25 |
| buf+inv | 5 | 2.71 |
| mux | 1 | 0.29 |
| simple gates | 1 | 0.66 |
No activity file was given, so power comes from the tool's default toggle rates.
