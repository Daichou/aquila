--- flow/run.sh ---
#!/bin/bash
# OpenROAD 26Q1-2900-gdf79404cd8, Yosys 0.63+post, stock flow scripts
make -C /OpenROAD-flow-scripts/flow DESIGN_CONFIG=/design/flow/config.mk WORK_HOME=/design/flow/orfs finish
--- flow/constraint.sdc ---
current_design atomic_unit

set clk_period 13.6
set clk_io_pct 0.2

create_clock -name clk0 -period $clk_period [get_ports {clk_i}]

set non_clock_inputs [all_inputs -no_clocks]
set_input_delay [expr $clk_period * $clk_io_pct] -clock clk0 $non_clock_inputs
set_output_delay [expr $clk_period * $clk_io_pct] -clock clk0 [all_outputs]
--- flow/design.v ---
`timescale 1 ns / 1 ps
module atomic_unit #
(
    parameter integer N      = 1,   
    parameter integer XLEN   = 32,  
    parameter integer CBSIZE = 256  
)
(
    input                 clk_i,
    input                 rst_i,
    input  [N-1 : 0]      core_id_i,  
    input                 core_strobe_i,
    input  [XLEN-1 : 0]   core_addr_i,
    input                 core_rw_i,
    input  [CBSIZE-1 : 0] core_data_i,
    output                core_done_o,
    output [CBSIZE-1 : 0] core_data_o,
    input                 core_is_amo_i,
    input  [ 4 : 0]       core_amo_type_i,
    output                M_DMEM_strobe_o,
    output [XLEN-1 : 0]   M_DMEM_addr_o,
    output                M_DMEM_rw_o,
    output [CBSIZE-1 : 0] M_DMEM_data_o,
    input                 M_DMEM_done_i,
    input  [CBSIZE-1 : 0] M_DMEM_data_i
);
localparam Bypass    = 0,
           AmoRd     = 1,
           AmoWr     = 2,
           AmoFinish = 3,
           AmoWaitCohere = 4,
           Lr        = 5;
reg  [CBSIZE-1 : 0]    m_data;
reg  [ 2 : 0]          state;
reg  [ 2 : 0]          state_next;
reg  [$clog2(N)-1 : 0] core_id_bin;
reg  [XLEN-1 : 2]      reservation_addr [N-1:0];
reg  [N-1 : 0]         reservation;
reg  [N-1 : 0]         addr_h_match;  
reg  [N-1 : 0]         addr_l_match;
reg  [N-1 : 0]         rm_reservation;
wire                   sc_fail;
wire is_lr = (core_amo_type_i[1:0] == 2'b10);
wire is_sc = (core_amo_type_i[1:0] == 2'b11);
wire                amo_strobe;
wire [XLEN-1 : 0]   amo_addr;
wire                amo_rw;
wire                amo_done;
wire [CBSIZE-1 : 0] amo_data2core;
wire [CBSIZE-1 : 0] amo_data2mem;
wire [ 4 : 0]     op;
wire [XLEN-1 : 0] rs1;    
wire [XLEN-1 : 0] rs2;    
reg  [XLEN-1 : 0] result;
always @(posedge clk_i)
begin
    if (rst_i)
        state <= Bypass;
    else
        state <= state_next;
end
always @(*) begin
    case (state)
        Bypass:
            if (core_strobe_i & core_is_amo_i)
                if (is_sc & sc_fail)
                    state_next = AmoFinish;
                else
                    state_next = AmoRd;
            else
                state_next = Bypass;
        AmoRd:
            if (M_DMEM_done_i)
                if(is_lr)
                    state_next = AmoFinish;
                else
                    state_next = AmoWr;
            else
                state_next = AmoRd;
        AmoWr:
            if (M_DMEM_done_i)
                state_next = AmoFinish;
            else
                state_next = AmoWr;
        AmoFinish:
            state_next = Bypass;
        default: 
            state_next = Bypass;
    endcase
end
always @(posedge clk_i ) begin
    if (state == AmoRd)
        m_data <= M_DMEM_data_i;
end
always @(*) begin
    case (core_id_i)
        2'b01: core_id_bin = 0;
        2'b10: core_id_bin = 1;
        default: core_id_bin = 0;
    endcase
end
integer i;
always @(*) begin
    for (i = 0 ; i < N ; i = i + 1) begin
        addr_h_match[i] = (reservation_addr[i][XLEN-1:5] == core_addr_i[XLEN-1:5]);  
        addr_l_match[i] = (reservation_addr[i][4:2] == core_addr_i[4:2]);
        rm_reservation[i] = (is_sc & core_id_bin == i) | (~is_lr & core_rw_i & addr_h_match[i]);
    end
end
always @(posedge clk_i ) begin
    for (i = 0 ; i < N ; i = i + 1) begin
        if (rst_i) begin
            reservation[i] <= 1'b0;
        end else if(core_done_o) begin
            reservation[i] <= (is_lr & core_id_bin == i ) & ~rm_reservation[i];
        end
    end
end
always @(posedge clk_i ) begin
    if (rst_i)
        for (i = 0 ; i < N ; i = i + 1)
            reservation_addr[i] <= 0;
    else if (core_done_o & is_lr)
        reservation_addr[core_id_bin] <= core_addr_i[XLEN-1:2];
end
assign sc_fail = ~(reservation[core_id_bin] & addr_l_match[core_id_bin] & addr_h_match[core_id_bin]);
assign rs1         = m_data[CBSIZE-1:CBSIZE-32];
assign rs2         = core_data_i[CBSIZE-1:CBSIZE-32];
assign op          = core_amo_type_i;
assign amo_strobe    = (state == AmoRd) || (state == AmoWr);
assign amo_rw        = (state == AmoWr);
assign amo_data2core = {is_sc ? { {XLEN-1{1'b0}}, sc_fail} : rs1, {CBSIZE-32{1'b0}}};
assign amo_data2mem  = {result, m_data[CBSIZE-1-32:0]};
assign amo_done      = (state == AmoFinish);
assign M_DMEM_strobe_o  = core_is_amo_i ? amo_strobe    : core_strobe_i;
assign M_DMEM_addr_o    = core_addr_i;
assign M_DMEM_rw_o      = core_is_amo_i ? amo_rw        : core_rw_i;
assign M_DMEM_data_o = core_is_amo_i ? amo_data2mem  : core_data_i;
assign core_done_o        = core_is_amo_i ? amo_done      : M_DMEM_done_i;
assign core_data_o      = core_is_amo_i ? amo_data2core : M_DMEM_data_i;
localparam [4:0] SWAP = 5'b00001,
                 ADD  = 5'b00000,
                 XOR  = 5'b00100,
                 AND  = 5'b01100,
                 OR   = 5'b01000,
                 MIN  = 5'b10000,
                 MAX  = 5'b10100,
                 MINU = 5'b11000,
                 MAXU = 5'b11100,
                 SC   = 5'b00011;
wire               rs1_SLT_rs2;
wire signed [32:0] rs1_ext;
wire signed [32:0] rs2_ext;
assign rs1_ext = {(~op[3] & rs1[31]), rs1};
assign rs2_ext = {(~op[3] & rs2[31]), rs2};
assign rs1_SLT_rs2 = rs1_ext < rs2_ext;
always @(*) begin
    case (op)
        SC  : result = rs2;
        SWAP: result = rs2;
        ADD : result = rs1 + rs2;
        XOR : result = rs1 ^ rs2;
        AND : result = rs1 & rs2;
        OR  : result = rs1 | rs2;
        MIN : result = rs1_SLT_rs2 ? rs1 : rs2;
        MAX : result = rs1_SLT_rs2 ? rs2 : rs1;
        MINU: result = rs1_SLT_rs2 ? rs1 : rs2;
        MAXU: result = rs1_SLT_rs2 ? rs2 : rs1;
        default: result = rs2;
    endcase
end
endmodule
--- flow/config.mk ---
export PLATFORM = sky130hd
export DESIGN_NAME = atomic_unit
export DESIGN_NICKNAME = atomic_unit
export VERILOG_FILES = /design/flow/design.v
export SDC_FILE = /design/flow/constraint.sdc
export NUM_CORES = 4
export LEC_CHECK = 1
export CORE_AREA = 10 10 424 424
export DIE_AREA = 0 0 434 434
==> job_summary.md <==
## PnR job results

| Metric | Value |
|---|---|
| Pre-antenna DRT Iters | 5 |
| DP HPWL | 143,100 um |
| Routed vias/inst | 3.664 |
| Met1 WL | 49,170 um |
| Yosys top cell area share | 45.41% |
| Commonest cells in the netlist | 286 x edfxtp_1, 230 x nor2b_1, 226 x mux2_2, 119 x inv_1 |
| Max VDD drop | 0.00009478 V |
| Fin. max-slew vios | 0 |
| Worst Path Max Fanout | 14 |
| CP dominant cell by count | clkdlybuf4s50_1 |
| Synthesis-to-finish area growth | 78.88% |
| Dpl ws | 3529 ps |
| Ys cells | 1,756 |
| RR Endpoint | m_data[75]$_DFFE_PP_ |
| Cell Type Count | 70 |
| Worst Tran Pin Value | 836.8 ps |
| EDFF count, synth | 286 |
| Initial DRC Count | 1,294 |
| Warnings, synthesis | 1 |
| RePlAce Congestion | 1.031 |
| Post-DRT Antenna Nets | 0 |
| TritonCTS clock tree | yes |
| Fmax | 100.2 MHz |
| Power per cell area | 90.74 nW/um^2 |
| Post-synthesis sequential area ratio | 45.94% |
| Worst R2R Path Depth | 2 |
| Die H | 434 um |
| Input/output buffers | 1,097 |
| Cts hold-fix bufs | 0 |
| Max Root-Sink Buffers | 3 |
| Tool warning count | 93 |
| Arrival @ worst endpoint | 7260 ps |
| H-tree Lvls | 2 |
| GRT overflow | 0 |
| Post-synth ARST share | 0% |
| CP top delay family | buffers and inverters |
| Post-route setup TNS | 0 ps |
| DRC Markers | 0 |
| Vias in the first global route | 18,520 |
| Met3 routed WL | 21,240 um |
| Min setup slack post-route | 3624 ps |
| Initial antenna violation count | 124 |
| Crit path capture type | output pin |
| CP Launch Type | input port |
| CORE AREA | 169,800 um^2 |
| Crit Path Class | input port to output pin |
| CTS Sinks | 291 |
| Commonest flop | edfxtp_1 |
| Cell area leaders | edfxtp_1 45%, mux2_2 13%, nor2b_1 7.6% |
| Max_cap viols | 0 |
| Ys flops | 291 |
| Reg2Reg Setup Slack | 11,100 ps |
| Reg clk slew, reported paths | 60 ps |
| Pin count of the biggest net entering global routing | 101 |
| Top-count cell post-synth | edfxtp_1 |
| Worst skew pair latency | 640 ps |
| Slew headroom | 44.04% |
| DR top layer | met5 |
| Via count | 18,550 |
| WL/cell | 32.37 um |
| Endpoints failing hold | 0 |
| Mean post-synth cell area | 10.77 um^2 |
| Fin Clk Skew | 16.86 ps |
| Row Count | 151 |
| Status | finished clean |
| Endpoints failing setup | 0 |
| Post-synthesis instance total | 1,756 |
| First-pass GRT wire length | 202,400 um |
| Levels on crit path | 14 |
| RSZ-0062 raised after global routing | false |
| LEAKAGE | 11.84 nW |
| # placed instances | 4,960 |
| Setup bufs post-CTS | 0 |
| Worst path max stage delay | 760 ps |
| Drt total wl | 163,900 um |
| Final period util | 73.35% |
| Slowest CP cell | clkdlybuf4s50_1 |
| Num CTS Buffers | 45 |
| Total routing usage reported by global routing | 16.92% |
| Worst setup path endpoint | M_DMEM_data_o[246] |
| Hold Crit Class | flop to flop |
| Die width | 434 um |
| Post_cts resized | 0 |
| Reg-to-reg startpoint | state[2]$_DFF_P_ |
| YS chip area | 18,910 um^2 |
| Hold path depth | 1 |
| Initial Util | 11.14% |
| CP Buf/Inv Count | 4 |
| Tot Pwr | 0.003070 W |
| IO Pins | 1,103 |
| Fraction of final layout cells sized beyond drive strength 1 | 12.15% |
| WP data required | 10,880 ps |
| Die area | 188,400 um^2 |
| CP Cell Sequence | clkdlybuf4s50_1 > inv_1 > ha_1 > nor4_1 > nand2_1 > a211oi_1 > o31ai_2 > a41oi_4 > xnor2_2 > buf_4 > nor2_4 > a222oi_1 > o21ai_1 > clkdlybuf4s50_1 |
| Finished Layout Cells | 5,063 |
| Met2 WL | 83,330 um |
| Setup crit start | core_data_i[236] |
| Netlist Area Pre-Place | 18,910 um^2 |
| Largest area contributor in the synthesized netlist | edfxtp_1 |
| Root buffer cell | clkbuf_16 |
| Period minus WS final | 9976 ps |
[metal layers]
layer,global-route usage [%],vias to the layer above
met5,2.279,-
met3,10.01,350
met4,7.492,38
met2,29.15,1041
met1,15.89,8811
li1,-,8310
[area by class of cell]
cell class,instances,area [um^2]
diodes,22,55.05
clock buffers,56,1177
clock inverters,25,360.3
fillers,18380,136000
inverters,119,446.7
multi-input cells,1203,9081
flip-flops and latches,291,8692
well taps,2218,2775
repair buffers,1129,11250
[where the power goes]
group | internal (W) | switching [W] | leakage [nW] | total, W
clock network | 0.000737 | 0.000528 | 0.739 | 0.00127
registers | 0.00102 | 0.0000138 | 2.69 | 0.00104
logic | 0.000417 | 0.000353 | 8.41 | 0.000770
[through the flow]
stage               hold WS (ps)  area, um^2  utilization [%]
floorplan                  412.4       18910                -
global placement           423.8       32240            18.98
detailed placement         427.4       32240            18.98
CTS                        441.0       33780            19.89
global route               457.0       33810            19.91
finish                     441.7       33830            19.92
[logic make-up after synthesis]
| family | Yosys count | synth area share (%) |
|---|---|---|
| compound gates | 299 | 10.14 |
| simple gates | 520 | 15.01 |
| flops | 291 | 45.94 |
| mux | 229 | 13.61 |
| buf+inv | 262 | 6.119 |
| fa+ha+maj | 97 | 6.456 |
| xor+xnor | 58 | 2.725 |
[worst min path at each step]
stage,start,end
CTS,state[3]$_DFF_P_,state[0]$_DFF_P_
global route,state[3]$_DFF_P_,state[0]$_DFF_P_
finish,state[3]$_DFF_P_,state[0]$_DFF_P_
[flip-flops by register name, indices dropped and copies added, names as in the netlist]
name              count
m_data              256
reservation           1
reservation_addr     30
state                 4
[layout by cell type, fill, tap and decap left out, types with 12 or more instances in the layout]
| master | instances |
|---|---|
| xnor2_1 | 48 |
| nor3_1 | 15 |
| nand4_1 | 12 |
| mux2_2 | 226 |
| a221oi_1 | 14 |
| nand2_1 | 93 |
| nor2_1 | 71 |
| edfxtp_1 | 286 |
| inv_1 | 119 |
| clkdlybuf4s50_1 | 1095 |
| a21oi_1 | 77 |
| nand3_1 | 21 |
| clkbuf_16 | 45 |
| diode_2 | 22 |
| o21ai_0 | 96 |
| nor2b_1 | 230 |
| and2_1 | 35 |
| ha_1 | 96 |
| buf_4 | 30 |
Power figures rest on the tool's default switching activity, not on a simulated workload.
