`/design/flow/design.v`:
```
`timescale 1ns / 1ps 
module bpu #( parameter ENTRY_NUM = 32, parameter XLEN = 32 )
(
    input               clk_i,
    input               rst_i,
    input               stall_i,
    input  [XLEN-1 : 0] pc_i,
    input               is_jal_i,
    input               is_cond_branch_i,
    input  [XLEN-1 : 0] dec_pc_i,
    input               branch_taken_i,
    input               branch_misprediction_i,
    input  [XLEN-1 : 0] branch_target_addr_i,
    output              branch_hit_o,
    output              branch_decision_o,
    output [XLEN-1 : 0] branch_target_addr_o
);
localparam TBL_WIDTH = $clog2(ENTRY_NUM);
reg  [XLEN-1 : 0]      branch_pc_table[ENTRY_NUM-1 : 0];
wire                   we;
wire [XLEN-1 : 0]      predicted_pc;
wire [ENTRY_NUM-1 : 0] addr_hit_PCU;
wire [ENTRY_NUM-1 : 0] addr_hit_DEC;
reg  [TBL_WIDTH-1 : 0] read_addr;
reg  [TBL_WIDTH-1 : 0] write_addr;
reg  [TBL_WIDTH-1 : 0] update_addr;
reg  [1: 0]            branch_likelihood[ENTRY_NUM-1 : 0];
assign we = ~stall_i & (is_cond_branch_i | is_jal_i) & ~(|addr_hit_DEC);
genvar i;
generate
    for (i = 0; i < ENTRY_NUM; i = i + 1)
    begin
        assign addr_hit_PCU[i] = (branch_pc_table[i] == pc_i);
        assign addr_hit_DEC[i] = (branch_pc_table[i] == dec_pc_i);
    end
endgenerate
always @(posedge clk_i)
begin
    if (rst_i)
    begin
        write_addr <= 0;
    end
    else if (stall_i)
    begin
        write_addr <= write_addr;
    end
    else if (we)
    begin
        write_addr <= (write_addr == (ENTRY_NUM - 1)) ? 0 : write_addr + 1;
    end
end
always @(*)
begin
    case (addr_hit_PCU)
        32'h0000_0002: read_addr <= 1 ;
        32'h0000_0004: read_addr <= 2 ;
        32'h0000_0008: read_addr <= 3 ;
        32'h0000_0010: read_addr <= 4 ;
        32'h0000_0020: read_addr <= 5 ;
        32'h0000_0040: read_addr <= 6 ;
        32'h0000_0080: read_addr <= 7 ;
        32'h0000_0100: read_addr <= 8 ;
        32'h0000_0200: read_addr <= 9 ;
        32'h0000_0400: read_addr <= 10;
        32'h0000_0800: read_addr <= 11;
        32'h0000_1000: read_addr <= 12;
        32'h0000_2000: read_addr <= 13;
        32'h0000_4000: read_addr <= 14;
        32'h0000_8000: read_addr <= 15;
        32'h0001_0000: read_addr <= 16;
        32'h0002_0000: read_addr <= 17;
        32'h0004_0000: read_addr <= 18;
        32'h0008_0000: read_addr <= 19;
        32'h0010_0000: read_addr <= 20;
        32'h0020_0000: read_addr <= 21;
        32'h0040_0000: read_addr <= 22;
        32'h0080_0000: read_addr <= 23;
        32'h0100_0000: read_addr <= 24;
        32'h0200_0000: read_addr <= 25;
        32'h0400_0000: read_addr <= 26;
        32'h0800_0000: read_addr <= 27;
        32'h1000_0000: read_addr <= 28;
        32'h2000_0000: read_addr <= 29;
        32'h4000_0000: read_addr <= 30;
        32'h8000_0000: read_addr <= 31;
        default:       read_addr <= 0;   
    endcase
end
always @(*)
begin
    case (addr_hit_DEC)
        32'h0000_0002: update_addr <= 1 ;
        32'h0000_0004: update_addr <= 2 ;
        32'h0000_0008: update_addr <= 3 ;
        32'h0000_0010: update_addr <= 4 ;
        32'h0000_0020: update_addr <= 5 ;
        32'h0000_0040: update_addr <= 6 ;
        32'h0000_0080: update_addr <= 7 ;
        32'h0000_0100: update_addr <= 8 ;
        32'h0000_0200: update_addr <= 9 ;
        32'h0000_0400: update_addr <= 10;
        32'h0000_0800: update_addr <= 11;
        32'h0000_1000: update_addr <= 12;
        32'h0000_2000: update_addr <= 13;
        32'h0000_4000: update_addr <= 14;
        32'h0000_8000: update_addr <= 15;
        32'h0001_0000: update_addr <= 16;
        32'h0002_0000: update_addr <= 17;
        32'h0004_0000: update_addr <= 18;
        32'h0008_0000: update_addr <= 19;
        32'h0010_0000: update_addr <= 20;
        32'h0020_0000: update_addr <= 21;
        32'h0040_0000: update_addr <= 22;
        32'h0080_0000: update_addr <= 23;
        32'h0100_0000: update_addr <= 24;
        32'h0200_0000: update_addr <= 25;
        32'h0400_0000: update_addr <= 26;
        32'h0800_0000: update_addr <= 27;
        32'h1000_0000: update_addr <= 28;
        32'h2000_0000: update_addr <= 29;
        32'h4000_0000: update_addr <= 30;
        32'h8000_0000: update_addr <= 31;
        default:       update_addr <= 0;   
    endcase
end
integer idx;
always @(posedge clk_i)
begin
    if (rst_i)
    begin
        for (idx = 0; idx < ENTRY_NUM; idx = idx + 1)
            branch_pc_table[idx] <= 0;
    end
    else if (stall_i)
    begin
        for (idx = 0; idx < ENTRY_NUM; idx = idx + 1)
            branch_pc_table[idx] <= branch_pc_table[idx];
    end
    else if (we)
    begin
        branch_pc_table[write_addr] <= dec_pc_i;
    end
end
always @(posedge clk_i)
begin
    if (rst_i)
    begin
        for (idx = 0; idx < ENTRY_NUM; idx = idx + 1)
            branch_likelihood[idx] <= 2'b0;
    end
    else if (stall_i)
    begin
        for (idx = 0; idx < ENTRY_NUM; idx = idx + 1)
            branch_likelihood[idx] <= branch_likelihood[idx];
    end
    else
    begin
        if (we)
        begin
            branch_likelihood[write_addr] <= {branch_taken_i, branch_taken_i};
        end
        else if (branch_misprediction_i)
        begin
            case (branch_likelihood[update_addr])
                2'b00:   
                    if (branch_taken_i)
                        branch_likelihood[update_addr] <= 2'b01;
                    else
                        branch_likelihood[update_addr] <= 2'b00;
                2'b01:   
                    if (branch_taken_i)
                        branch_likelihood[update_addr] <= 2'b11;
                    else
                        branch_likelihood[update_addr] <= 2'b00;
                2'b10:   
                    if (branch_taken_i)
                        branch_likelihood[update_addr] <= 2'b11;
                    else
                        branch_likelihood[update_addr] <= 2'b00;
                2'b11:   
                    if (branch_taken_i)
                        branch_likelihood[update_addr] <= 2'b11;
                    else
                        branch_likelihood[update_addr] <= 2'b10;
            endcase
        end
    end
end
distri_ram #(.ENTRY_NUM(ENTRY_NUM), .XLEN(XLEN))
bpu_pc_history(
    .clk_i(clk_i),
    .we_i(we),
    .write_addr_i(write_addr),
    .read_addr_i(read_addr),
    .data_i(branch_target_addr_i),
    .data_o(predicted_pc)
);
assign branch_hit_o = ( | addr_hit_PCU) & ( | pc_i);
assign branch_target_addr_o = {32{( | addr_hit_PCU)}} & predicted_pc;
assign branch_decision_o = ( | branch_likelihood[read_addr][1]) | is_jal_i;
endmodule
`timescale 1ns / 1ps
module distri_ram
#(parameter ENTRY_NUM = 32,
  parameter XLEN = 32,
  parameter AWDTH = $clog2(ENTRY_NUM))
(
    input                clk_i,
    input                we_i,
    input  [AWDTH-1 : 0] read_addr_i,
    input  [AWDTH-1 : 0] write_addr_i,
    input  [XLEN-1 : 0]  data_i,
    output [XLEN-1 : 0]  data_o
);
reg [XLEN-1 : 0] RAM[ENTRY_NUM-1 : 0];
integer i;
assign data_o = RAM[read_addr_i];
initial
begin
    for (i = 0; i < ENTRY_NUM; i = i + 1)
        RAM[i] <= 0;
end
always @(posedge clk_i)
begin
    if (we_i)
    begin
        RAM[write_addr_i] <= data_i;
    end
end
endmodule
```
`/design/flow/run.sh`:
```
#!/bin/bash
# OpenROAD 26Q1-2900-gdf79404cd8, Yosys 0.63+post, stock flow scripts
make -C /OpenROAD-flow-scripts/flow DESIGN_CONFIG=/design/flow/config.mk WORK_HOME=/design/flow/orfs finish
```
`/design/flow/config.mk`:
```
export PLATFORM = sky130hd
export DESIGN_NAME = bpu
export DESIGN_NICKNAME = bpu
export VERILOG_FILES = /design/flow/design.v
export SDC_FILE = /design/flow/constraint.sdc
export NUM_CORES = 4
export LEC_CHECK = 1
export CORE_UTILIZATION = 40
```
`/design/flow/constraint.sdc`:
```
current_design bpu

set clk_period 81.1
set clk_io_pct 0.2

create_clock -name clk0 -period $clk_period [get_ports {clk_i}]

set non_clock_inputs [all_inputs -no_clocks]
set_input_delay [expr $clk_period * $clk_io_pct] -clock clk0 $non_clock_inputs
set_output_delay [expr $clk_period * $clk_io_pct] -clock clk0 [all_outputs]
```
==> impl_metrics.toml <==
# implementation run metrics
[setup_path]
crit_type = "in -> out"
cp_data_required_time_ns = 64.88
r2r_worst_path_depth = 18
critical_path.startpoint = "pc_i[19]"
arrival_ns = 24.30
critical_path.endpoint_type = "primary output"
startpoint_type_of_the_worst_setup_path = "input pin"
worst-path-max-fanout = 88
rr_endpoint = "branch_likelihood[6][1]"
worst-r2r-setup-slack_ns = 74.53
worst_r2r_startpoint = "branch_pc_table[10][6]"

[synth]
post_synth_num_cell_types = 93
synth_largest_type_area_fraction_pct = 57.3
enable_flop_cells = 2112
yosys_warnings = 2
postSynthCellCount = 8508
postSynth.asyncResetShare_pct = 0
ys.flops = 2117
yosys-top-cells-area = "sky130_fd_sc_hd__edfxtp_1 57%, sky130_fd_sc_hd__xnor2_1 9.3%, sky130_fd_sc_hd__xor2_1 7.1%"
synth_seq_share_pct = 57.4
postSynth.topFlopCell = "sky130_fd_sc_hd__edfxtp_1"
largest_area_cell = "sky130_fd_sc_hd__edfxtp_1"
ys_cells = 8508
postSynthAreaPerCell_um2 = 13.0
synth.most_common_cell = "sky130_fd_sc_hd__edfxtp_1"
synth-area-yosys_um2 = 111000
synth.top_cells.by_count = "2112 x sky130_fd_sc_hd__edfxtp_1, 1171 x sky130_fd_sc_hd__xnor2_1, 1123 x sky130_fd_sc_hd__and2_1"
synthesis.area_um2 = 111000

[run_status]
outcome = "finished clean"

[route]
drt_first_iter_violations = 5187
post_drt_via_cell_ratio = 5.54
postRouteWirelength_mm = 381
drt_first_pass_iters = 5
ant_nets = 0
detailroute.via_count = 68800
detail_route.drc_violations = 0
wire_per_inst_um = 30.7

[power]
total_power_w = 0.00250
power.density_cell_area_nw_per_um2 = 20.3
power.static_leakage_nw = 41.3
vdd_ir_drop_max_v = 0.0000199

[global_routing]
grt_pass1_vias = 69800
grt_pass1_wl_mm = 531
global_route.overflow_total = 0
grt_start_max_net_pins = 111
grt_util_all_layers_pct = 29.1
grt_antenna_before_repair = 17

[worst_hold_path]
hp-class = "reg -> reg"
hold-path-cell-count = 2
worst_hold_startpoint = "write_addr[1]"
whs_endpoint = "write_addr[1]"

[place]
dpl_cell_area_um2 = 115000
finalWeightedCongestion = 0.981
dp_worst_setup_slack_ns = 40.68
dp_hpwl_mm = 234
buffer_ports.inserted = 136

[cts]
htree_num_levels = 4
cts-buffers-inserted = 235
clkSinkCount = 2117
max-clock-path-buffers = 4
postCtsSetupBuffers = 0
cts_repair_resize_count = 0
clock_tree_from_tritoncts = "done"
path_clk_slew_ns = 0.06
cts.hold.buffers_added = 0
clock.latency.late_pin_ns = 0.94
clockRootBuffer = "sky130_fd_sc_hd__clkbuf_16"

[final_timing]
tns_ns = 0
worst_slew_pin_slew_ns = 1.00
final-setup-viol-count = 0
period_needed_ns = 40.52
timing.clock.skew_ns = 0.106
timing.final.hold_violations = 0
maxClockFrequency_mhz = 24.7
worst_slack_ns = 40.58
slew_headroom_pct = 33.0
grt_setup_unrepaired = "false"
slew_viol_final = 0
finalClockPeriodUsage_pct = 50.0

[final_layout]
syn2layout_area_growth_pct = 10.9
final_cell_area_um2 = 123000
fillCellCount = 24100
final_core_utilization_pct = 44.7
drive_gt1_share_pct = 10.6

[flow_run]
warning_count = 33
maxCapViolations = 0

[floorplan]
die_y_um = 528
design.portCount = 137
chip_area_um2 = 279000
floorplan.core_util_pct = 40.3
placement_rows = 192
die_w_um = 528
fp.coreArea_um2 = 275000
[worst max-delay path by stage]
| stage | end | slack (ns) |
|---|---|---|
| 4_1_cts | branch_target_addr_o[22] | 40.67 |
| 5_1_grt | branch_target_addr_o[16] | 40.30 |
| 6_report | branch_target_addr_o[22] | 40.58 |
[per-layer routing]
layer | vias to the layer above | track usage, % | share of wire [%]
met5 | - | 0 | 0.057
met2 | 3838 | 41.8 | 44
met4 | 14 | 10.5 | 4.7
met1 | 33700 | 37.9 | 37
met3 | 806 | 16.5 | 14
li1 | 30500 | - | -
[area by class of cell]
type                       instances  area [um2]  area share (%)
inverter                          13        48.8          0.0397
multi-input combinational       5734       43600            35.5
sequential                      2117       63500            51.7
tap                             3686        4610            3.75
clock inverter                   126        1270            1.04
timing repair buffer             427        3560            2.89
clock buffer                     295        6190            5.04
antenna                           13        32.5          0.0265
[sequential cells by signal (all words and copies together), names as in the netlist]
signal              count
bpu_pc_history.RAM   1024
branch_pc_table      1024
branch_likelihood      64
write_addr              5
[kinds of logic (layout without fill, tap and decap cells)]
kind of cell / count (synthesis) / in the layout / share of synthesized area (%)
xor gates and xnor gates: 2085 / 2085 / 16.6
AOI/OAI and AO/OA: 483 / 483 / 2.82
muxes: 646 / 646 / 6.04
adders and majority gates: 5 / 5 / 0.0565
DFF: 2117 / 2117 / 57.4
other: 0 / 13 / 0
buffers and inverters: 657 / 861 / 3.58
and+or+nand+nor: 2515 / 2515 / 13.6
[metrics by stage]
| step | instances | hold WS, ns |
|---|---|---|
| 2_1_floorplan | 8508 | 0.541 |
| 3_3_place_gp | 12000 | 0.586 |
| 3_5_place_dp | 12000 | 0.574 |
| 4_1_cts | 12400 | 0.590 |
| 5_1_grt | 12400 | 0.640 |
| 6_report | 12400 | 0.592 |
[critical path, stage by stage]
cell and delay (ns):
sky130_fd_sc_hd__buf_4 0.25, sky130_fd_sc_hd__buf_4 0.54, sky130_fd_sc_hd__buf_4 0.47, sky130_fd_sc_hd__xor2_1 0.12, sky130_fd_sc_hd__nor4_1 0.29, sky130_fd_sc_hd__nand4_1 0.16
sky130_fd_sc_hd__nor4_2 0.75, sky130_fd_sc_hd__xnor2_1 0.12, sky130_fd_sc_hd__or4_1 0.43, sky130_fd_sc_hd__o2111ai_1 0.21, sky130_fd_sc_hd__o2bb2ai_4 0.19, sky130_fd_sc_hd__buf_4 0.49
sky130_fd_sc_hd__buf_12 0.54, sky130_fd_sc_hd__buf_4 0.74, sky130_fd_sc_hd__buf_4 0.74, sky130_fd_sc_hd__mux2i_1 0.15, sky130_fd_sc_hd__and2_1 0.19, sky130_fd_sc_hd__a211oi_1 0.27
sky130_fd_sc_hd__a21oi_1 0.07, sky130_fd_sc_hd__a22oi_1 0.31, sky130_fd_sc_hd__and3_1 0.27, sky130_fd_sc_hd__clkdlybuf4s50_1 0.48
[where the power goes]
part	switching (W)	internal, W	total, W
Clock	0.000445	0.000607	0.00105
Sequential	0.0000229	0.00123	0.00125
Combinational	0.000129	0.0000645	0.000193
[cell usage in the layout (no fill, tap or decap), types with 9 or more instances in the layout]
| cell type | n |
|---|---|
| sky130_fd_sc_hd__inv_1 | 11 |
| sky130_fd_sc_hd__clkbuf_16 | 239 |
| sky130_fd_sc_hd__or2_2 | 43 |
| sky130_fd_sc_hd__nor4_2 | 13 |
| sky130_fd_sc_hd__xnor2_1 | 1171 |
| sky130_fd_sc_hd__o21bai_1 | 10 |
| sky130_fd_sc_hd__a211oi_1 | 102 |
| sky130_fd_sc_hd__nand2_1 | 214 |
| sky130_fd_sc_hd__nand4_1 | 363 |
| sky130_fd_sc_hd__mux4_2 | 14 |
| sky130_fd_sc_hd__and3_1 | 36 |
| sky130_fd_sc_hd__clkinv_2 | 43 |
| sky130_fd_sc_hd__and2_1 | 1123 |
| sky130_fd_sc_hd__nand2b_1 | 29 |
| sky130_fd_sc_hd__a21o_1 | 9 |
| sky130_fd_sc_hd__clkinv_1 | 41 |
| sky130_fd_sc_hd__nor4_1 | 292 |
| sky130_fd_sc_hd__nor2_4 | 34 |
| sky130_fd_sc_hd__a21oi_1 | 168 |
| sky130_fd_sc_hd__and4_1 | 16 |
| sky130_fd_sc_hd__clkdlybuf4s50_1 | 71 |
| sky130_fd_sc_hd__mux2i_1 | 593 |
| sky130_fd_sc_hd__buf_12 | 14 |
| sky130_fd_sc_hd__a22oi_1 | 37 |
| sky130_fd_sc_hd__bufinv_16 | 22 |
| sky130_fd_sc_hd__buf_4 | 341 |
| sky130_fd_sc_hd__mux2_2 | 38 |
| sky130_fd_sc_hd__xor2_1 | 903 |
| sky130_fd_sc_hd__nor2_2 | 28 |
| sky130_fd_sc_hd__diode_2 | 13 |
| sky130_fd_sc_hd__edfxtp_1 | 2112 |
| sky130_fd_sc_hd__xnor2_2 | 11 |
| sky130_fd_sc_hd__o21ai_0 | 63 |
| sky130_fd_sc_hd__nor2_1 | 151 |
| sky130_fd_sc_hd__nor3_2 | 15 |
| sky130_fd_sc_hd__nor3_1 | 24 |
| sky130_fd_sc_hd__nand3_1 | 49 |
| sky130_fd_sc_hd__clkbuf_1 | 56 |
| sky130_fd_sc_hd__o211ai_1 | 33 |
Power and IR drop assume default switching activity.
